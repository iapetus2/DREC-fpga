File: design/flow/run.sh
#!/bin/bash
# OpenROAD 26Q1-2900-gdf79404cd8, Yosys 0.63+post, stock flow scripts
make -C /OpenROAD-flow-scripts/flow DESIGN_CONFIG=/design/flow/config.mk WORK_HOME=/design/flow/orfs finish
File: design/flow/config.mk
export PLATFORM = sky130hd
export DESIGN_NAME = top
export DESIGN_NICKNAME = top
export VERILOG_FILES = /design/flow/design.v
export SDC_FILE = /design/flow/constraint.sdc
export NUM_CORES = 4
export LEC_CHECK = 1
export CORE_UTILIZATION = 50
File: design/flow/constraint.sdc
current_design top

set clk_period 3.1
set clk_io_pct 0.2

create_clock -name clk0 -period $clk_period [get_ports {clock}]

set non_clock_inputs [all_inputs -no_clocks]
set_input_delay [expr $clk_period * $clk_io_pct] -clock clk0 $non_clock_inputs
set_output_delay [expr $clk_period * $clk_io_pct] -clock clk0 [all_outputs]
File: design/flow/design.v
module hex_table(position, segments);
input [3:0]position;
output reg [6:0]segments;
always @(*)
begin
    case (position)
        4'h0: segments = 7'b1111110;
        4'h1: segments = 7'b0110000;
		  4'h2: segments = 7'b1101101;
		  4'h3: segments = 7'b1111001;
		  4'h4: segments = 7'b0110011;
		  4'h5: segments = 7'b1011011;
		  4'h6: segments = 7'b1011111;
		  4'h7: segments = 7'b1110000;
		  4'h8: segments = 7'b1111111;
		  4'h9: segments = 7'b1111011;
		  4'hA: segments = 7'b1110111;
		  4'hB: segments = 7'b0011111;
		  4'hC: segments = 7'b1001110;
		  4'hD: segments = 7'b0111101;
		  4'hE: segments = 7'b1001111;
        4'hF: segments = 7'b1000111;
    endcase
end
endmodule
module master_spi (miso, mosi, clock_spi, clock);
input clock, miso;
output mosi, clock_spi;
reg [3:0]position = 0;
reg [3:0]div_counter = 0;
reg [7:0]hex_counter = 0;
reg [7:0]shifted_value;
reg spi_enable;
always @(posedge clock)
begin
	if (position < 8)
	begin
		spi_enable <= 1;
	end
	else
	begin
		spi_enable <= 0;
	end
	div_counter <= div_counter + 1;
	if (div_counter == 0)
	begin
		hex_counter <= hex_counter + 1;
	end
	position <= position + 1;
end
always @(posedge clock) 
begin
    if (spi_enable) 
	 begin
		 shifted_value <= {shifted_value[6:0], miso};
    end
	 else 
	 begin
		 shifted_value <= hex_counter;
    end
end
and(clock_spi, clock, spi_enable);
assign mosi = shifted_value[7];
endmodule
module sevenseg_display(clock, position, positive_pins, segments);
input clock;
input [15:0]position;
output [3:0]positive_pins;
output [6:0]segments;
reg [1:0]i = 0;
assign positive_pins = (4'b0001 << i);
always @(posedge clock)
begin
	i <= i + 2'b01;
end
wire [3:0]b = position[i * 4 +: 4];
hex_table hex_table(.position(b), .segments(segments));
endmodule
module slave_spi(mosi, miso, clock, position_to_seg);
input mosi, clock;
output miso;
output [7:0]position_to_seg;
reg [3:0]positions_read = 0;
reg [7:0]shifted_value;
reg [7:0]out;
always @(posedge clock)
begin
    if (positions_read[3])
	 begin
	     out <= shifted_value;
		  positions_read <= 0;
	 end
	 else
	 begin
	     positions_read <= positions_read + 1; 
		  shifted_value <= {shifted_value[6:0], mosi};
	 end
end
assign miso = shifted_value[7];
assign position_to_seg = out;
endmodule
module top(clock, DS_EN1, DS_EN2, DS_EN3, DS_EN4, DS_A, DS_B, DS_C, DS_D, DS_E, DS_F, DS_G);
input clock;
output DS_EN1, DS_EN2, DS_EN3, DS_EN4;
output DS_A, DS_B, DS_C, DS_D, DS_E, DS_F, DS_G;
reg [12:0]sevenseg_clock = 0;
reg [21:0]counter_clock = 0;
wire [6:0]segments;
wire [3:0]positive_pins;
assign {DS_A, DS_B, DS_C, DS_D, DS_E, DS_F, DS_G} = segments;
assign {DS_EN1, DS_EN2, DS_EN3, DS_EN4} = ~positive_pins;
always @(posedge clock)
begin
	sevenseg_clock <= sevenseg_clock + 1;
end
assign clock_seg = sevenseg_clock[12];
always @(posedge clock)
begin
	counter_clock <= counter_clock + 1;
end
assign clock_last = counter_clock[21];
wire [7:0]position_to_seg;
wire [15:0]d = {8'h0, position_to_seg};
master_spi master_spi(.mosi(mosi), .miso(miso), .clock_spi(clock_spi), .clock(clock_last));
slave_spi slave_spi(.mosi(mosi), .miso(miso), .clock(clock_spi), .position_to_seg(position_to_seg));
sevenseg_display sevenseg_display(.clock(clock_seg), .position(d), .positive_pins(positive_pins), .segments(segments));
endmodule
==> reports/results.tsv <==
stage	metric	value	unit
outcome	outcome	completed	
setup_path	setup.worst_path.start	counter_clock[0]	
clocking	htreeDepth	2	
clocking	clkTransAtPathRegs	0.06	ns
clocking	postCtsResizedCells	0	
setup_path	cp_max_fo	4	
floorplan	chipArea	6760	um2
place	hpwl	2860	um
worst_hold_path	min-delay-path-class	reg -> reg	
final_timing	unclocked_pins	47	
global_routing	largest_net_degree_at_the_start_of_global_routing	28	
floorplan	design.portCount	12	
global_routing	grt_antenna_before_repair	0	
final_timing	untimed_endpoints	82	
routing	drt-vias-per-instance	4.88	
final_timing	post-route-min-period	1.59	ns
setup_path	setup.worst_path.class	reg -> reg	
power_and_ir_drop	cellLeakagePower	1.34	nW
routing	route.antenna.diode_count	0	
yosys	synth.area.top_cells	dfxtp_1, edfxtp_1, xnor2_1	
finish	layout.cells.most_common	dfxtp_1	
floorplan	coreArea	6060	um2
worst_hold_path	hold_depth	1	
setup_path	crit_end	counter_clock[14]	
routing	post-route-drc-count	0	
global_routing	grt_pass1_wl	6670	um
yosys	seq_area_frac_synth	58.5	%
final_timing	fin_worst_hold_slack	0.414	ns
final_timing	finalSetupTns	0	ns
clocking	postCtsSetupBuffers	0	
place	io_buffer_count	11	
yosys	synth-edff-count	24	
yosys	syn_area	3220	um2
final_timing	finalCritPeriodShare	51.4	%
setup_path	required	3.27	ns
clocking	cts_tree	yes	
finish	flow.area_growth_from_synthesis	8.44	%
clocking	ctsRootBufferMaster	clkbuf_8	
final_timing	timing.slew.headroom	49.1	%
global_routing	grt_pass1_vias	1545	
final_timing	grt_setup_unrepaired	false	
clocking	cts.hold.buffers_added	0	
setup_path	type_of_destination_of_the_critical_path	register	
yosys	post_synth.cell_area_avg	12.1	um2
final_timing	fmaxAchievable	627	MHz
place	dpl_worst_slack	1.55	ns
final_timing	timing.final.setup_violations	0	
routing	routed_wl	3890	um
setup_path	critPathArrivalTime	1.76	ns
routing	drt_pass_1_iters	4	
yosys	most_instantiated_flip_flop_cell_in_the_synthesis_netlist	dfxtp_1	
setup_path	timing.critical_path.from_type	register	
setup_path	reg2reg_depth	5	
yosys	synth-cells-yosys	265	
finish	final_layout_size_suffix_gt1_share	7.86	%
setup_path	rr_startpoint	counter_clock[0]	
final_timing	actual_slew_at_the_worst_max_slew_pin	0.762	ns
finish	layout_top_cells	dfxtp_1, xnor2_1, edfxtp_1, nand3_1, inv_1	
yosys	synth_chip_area	3220	um2
clocking	max-clock-path-buffers	2	
yosys	synth.lib_cells_used.distinct	33	
power_and_ir_drop	vdd_ir_drop_max	265	uV
clocking	clk_latency	0.28	ns
final_timing	fin_ws	1.51	ns
run	maxCapViolCount	0	
final_timing	timing_max_transition_violations_final	0	
clocking	cts_bufs_inserted	5	
global_routing	grt_usage	13.3	%
yosys	synth_flops	82	
final_timing	finalHoldViolCount	0	
place	place.gp.congestion	0.767	
setup_path	timing.reg2reg.setup_slack	1.51	ns
yosys	synth_warnings	10	
routing	antenna_violating_nets_post_route	0	
routing	post_drt_wl_per_cell	10.9	um
floorplan	fp-utilization	53.1	%
routing	drt_first_iter_violations	43	
floorplan	die_boundary_height	82.2	um
yosys	synthCells	265	
run	count_of_warning_messages_emitted_by_the_tools	35	
routing	dr_total_vias	1733	
yosys	post-synth-top-area-cell	dfxtp_1	
yosys	synth_async_sr_flop_share	0	%
floorplan	dieWidth	82.2	um
global_routing	global_route.overflow_total	0	
final_timing	fin_worst_skew	0.00472	ns
finish	post-route-util	57.6	%
setup_path	rr_endpoint	counter_clock[14]	
yosys	netlist.area_leader.share	36.1	%
floorplan	fp-row-count	28	
power_and_ir_drop	powerDensity	220	nW/um2
-- power by group --
| group | total, mW | switching [mW] | internal, mW |
|---|---|---|---|
| logic | 0.000000548 | 0 | 0 |
| registers | 0.450 | 0 | 0.450 |
| clock network | 0.320 | 0.146 | 0.174 |
-- cell usage after synthesis, types with 3 or more instances --
library cell and instances:
nor2_1 11, and3_1 7, xnor2_1 32, xor2_1 11, nand2_1 11, and4_1 3, inv_1 22, nand4_1 5
mux2_2 7, nand3_1 22, edfxtp_1 24, dfxtp_1 58, a22oi_1 3, mux2i_1 5, o21ai_0 4, ha_1 18
-- layer usage --
| layer | global-route usage [%] | share of wire, % | vias up |
|---|---|---|---|
| met1 | 22.0 | 53 | 778 |
| met2 | 20.2 | 43 | 26 |
| met4 | 1.05 | 0.64 | 0 |
| met5 | 0 | 0 | - |
| met3 | 2.79 | 3.7 | 4 |
| li1 | - | - | 925 |
-- through the flow --
stage / cell area (um2) / instances / power, mW
floorplan: 3220 / 265 / 0.460
global placement: 3400 / 348 / 0.460
detailed placement: 3400 / 348 / 0.460
CTS: 3490 / 355 / 0.783
global route: 3490 / 355 / 0.807
finish: 3490 / 355 / 0.769
-- layout make-up --
type                    count  area (um2)
multi-input cells         157        1230
flip-flops and latches     82        1880
repair buffers             12         118
clock inverters             1        5.00
fillers                   493        2570
well taps                  75        93.8
clock buffers               6        82.6
inverters                  22        82.6
-- how the worst min path moves through the flow --
stage	startpoint	to
final	counter_clock[0]	counter_clock[0]
after CTS	counter_clock[0]	counter_clock[0]
after global routing	counter_clock[0]	counter_clock[0]
-- registers in the layout, summed over array words and instances (netlist names), 8 cells and up --
name,count
master_spi.hex_counter,8
slave_spi.out,8
master_spi.shifted_value,8
counter_clock,22
sevenseg_clock,13
slave_spi.shifted_value,8
-- worst max-delay path, cell delays in order (launching register included) --
cell and delay (ns):
dfxtp_1 0.37, ha_1 0.22, nand4_1 0.18, nor3_1 0.38, nand4_1 0.18, xnor2_1 0.15
-- cells by family (layout without fill, tap and decap cells) --
kind of cell	Yosys count	in the layout	synth area share, %
flip-flops	82	82	58.5
XOR/XNOR	43	43	11.7
buffers and inverters	26	41	3.42
adder cells (fa/ha/maj)	18	18	7.00
multiplexers	14	14	5.17
AND/OR/NAND/NOR	72	72	12.3
AND-OR/OR-AND	10	10	1.94
Power is estimated from default activity; no workload was simulated.
